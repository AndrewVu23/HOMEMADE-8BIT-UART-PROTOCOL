File: /design/flow/config.mk
export PLATFORM = sky130hd
export DESIGN_NAME = UART
export DESIGN_NICKNAME = UART
export VERILOG_FILES = /design/flow/design.v
export SDC_FILE = /design/flow/constraint.sdc
export NUM_CORES = 4
export LEC_CHECK = 1
export CORE_UTILIZATION = 50
File: /design/flow/constraint.sdc
current_design UART

set clk_period 3.4
set clk_io_pct 0.2

create_clock -name clk0 -period $clk_period [get_ports {clk}]

set non_clock_inputs [all_inputs -no_clocks]
set_input_delay [expr $clk_period * $clk_io_pct] -clock clk0 $non_clock_inputs
set_output_delay [expr $clk_period * $clk_io_pct] -clock clk0 [all_outputs]
File: /design/flow/design.v
module RX #(parameter N = 8, parameter SAMPLE_RATE = 16)
(
    input logic clk, reset, ready_clr, rx_en,
    input logic rx_in,
    output logic ready,
    output logic [N-1:0] rx_out
);
logic [N-1:0] data_temp;
logic [3:0] sample_counter;
logic [3:0] index;
logic rx_sync_temp, rx_sync;
typedef enum logic [1:0] {IDLE, START, DATA, STOP} state_t;
state_t state;
always_ff @(posedge clk) begin
    if (reset) begin
        state <= IDLE;
        rx_out <= 0;
        ready <= 0;
        rx_sync_temp <= 1'b1;
        rx_sync <= 1'b1;
    end
    else begin
        rx_sync_temp <= rx_in;
        rx_sync <= rx_sync_temp;
        if (ready_clr) ready <= 1'b0;
        case(state)
            IDLE: begin
                index <= 0;
                sample_counter <= 0;
                if (!rx_sync) state <= START;
            end
            START: begin
                if (rx_en) begin           
                    if (sample_counter == SAMPLE_RATE/2 - 1) begin
                        if (rx_sync) state <= IDLE;
                        else sample_counter <= sample_counter + 1;
                    end
                    else if (sample_counter == SAMPLE_RATE - 1) begin
                        index <= 0;
                        sample_counter <= 0;
                        state <= DATA;
                    end
                    else sample_counter <= sample_counter + 1;
                end
            end
            DATA: begin
                if (rx_en) begin          
                    if (sample_counter == SAMPLE_RATE/2 - 1) begin 
                        data_temp[index] <= rx_sync;
                        sample_counter <= sample_counter + 1;
                    end
                    else if (sample_counter == SAMPLE_RATE - 1) begin 
                        sample_counter <= 0;
                        if (index == N-1) state <= STOP;
                        else index <= index + 1;
                    end
                    else sample_counter <= sample_counter + 1;
                end
            end
            STOP: begin
                if (rx_en) begin
                    if (sample_counter == SAMPLE_RATE/2 - 1) begin
                        if (rx_sync) begin
                            ready <= 1'b1;
                            rx_out <= data_temp;
                            sample_counter <= sample_counter + 1;
                        end
                        else sample_counter <= sample_counter + 1;
                    end
                    else if (sample_counter == SAMPLE_RATE - 1) begin
                        sample_counter <= 0;
                        state <= IDLE;
                    end
                    else sample_counter <= sample_counter + 1;
                end
            end
            default: state <= IDLE;
        endcase
    end
end
endmodule
module TX #(parameter N = 8)(
    input logic clk, reset, tx_en, write_en,
    input logic [N-1:0] tx_in,
    output logic tx_out, busy
);
logic [N-1:0] data_temp;
logic [3:0] index;
typedef enum logic [1:0] {IDLE, START, DATA, STOP} state_t;
state_t state;
always_ff @(posedge clk) begin
    if (reset) begin 
        state <= IDLE;
        tx_out <= 1'b1;
    end
    else begin
        case(state)
            IDLE: begin
                tx_out <= 1'b1;
                if (write_en) begin
                    state <= START;
                    index <= 3'b0;
                    data_temp <= tx_in;
                end
            end
            START: begin
                tx_out <= 1'b0;
                if (tx_en) begin
                    state <= DATA;
                    index <= 0;
                end
            end
            DATA: begin
                tx_out <= data_temp[index];
                if (tx_en) begin
                    if (index == N-1) state <= STOP;
                    else index <= index + 1'b1;
                end
            end
            STOP: begin
                tx_out <= 1'b1;
                if (tx_en) state <= IDLE;
            end
            default: state <= IDLE;
        endcase
    end
end
assign busy = (state != IDLE);
endmodule
module UART #(parameter N = 8)
(
    input  logic clk, reset, write_en, ready_clr, rx_in,              
    input  logic [N-1:0] tx_in,
    output logic tx_out, ready, busy, 
    output logic [N-1:0] rx_out       
);
    logic tx_en; 
    logic rx_en;
    baud_rate_gen baud_rate_gen_module(
        .reset(reset),
        .clk(clk),
        .tx_en(tx_en), 
        .rx_en(rx_en)  
    );
    RX RX_module(
        .clk(clk),
        .reset(reset),
        .rx_en(rx_en), 
        .rx_in(rx_in),        
        .ready_clr(ready_clr),    
        .ready(ready),        
        .rx_out(rx_out)         
    );
    TX TX_module(
        .clk(clk),
        .reset(reset),
        .tx_en(tx_en), 
        .write_en(write_en),
        .tx_in(tx_in),
        .tx_out(tx_out),
        .busy(busy)   
    );
endmodule
module baud_rate_gen #(parameter BIT_CYCLE = 434, parameter SAMPLE_RATE = 16)
(
    input logic clk, reset,
    output logic tx_en, rx_en
);
logic [9:0] tx_counter;
logic [5:0] rx_counter;
always_ff @(posedge clk) begin
    if (reset) begin
        tx_counter <= 0;
        rx_counter <= 0;
        tx_en <= 0;
        rx_en <= 0;
    end
    else begin
        if (tx_counter == BIT_CYCLE - 1) begin
            tx_counter <= 0;
            tx_en <= 1'b1;
        end
        else begin
            tx_en <= 0;
            tx_counter <= tx_counter + 1'b1;
        end
        if (rx_counter == BIT_CYCLE/SAMPLE_RATE - 1) begin
            rx_counter <= 0;
            rx_en <= 1'b1;
        end
        else begin
            rx_en <= 0;
            rx_counter <= rx_counter + 1'b1;
        end
    end
end
endmodule
File: /design/flow/run.sh
#!/bin/bash
# OpenROAD 26Q1-2900-gdf79404cd8, Yosys 0.63+post, stock flow scripts
make -C /OpenROAD-flow-scripts/flow DESIGN_CONFIG=/design/flow/config.mk WORK_HOME=/design/flow/orfs finish
==> summary.txt <==
Flow results follow.

Looking at the setup timing report, the critical path kind is flip-flop to flip-flop. The combinational share of power is 0.170. The maximum buffer depth of the clock tree is 2. The global routing report lists met2 layer usage as 0.273. For reference, the final report shows the max-slew violation count at 0. The total power divided by cell area is 530 nW/um^2. The CTS report gives the tree buffer count as 9.

The yosys synthesis chip area is 3170 um^2. The fraction of layout cells with a size suffix above 1 is 0.0691. In the routed layout, each cell is associated on average with a via count of 5.78. The number of logged tool warnings is 37. In the routed design, unresolved DRC markers number 0. In the finished design, the share of the clock period the worst path needs comes to 0.739. The number of synthesized flops with an enable pin is 28.

The dominant register cell is sky130_fd_sc_hd__dfxtp_1. The number of resized instances in the post-cts repair step is 0. The OpenROAD report gives the critical path a required time of around 3.5 ns.

The highest supply drop recorded on VDD is approximately 270 uV. Counting I/O delays and the setup requirement, the final critical path takes 2.51 ns. The number of distinct standard cells referenced by the synthesized netlist is 51. The core region is 6030 um^2.

Setup repair after global routing left no endpoint under its margin. Headroom to the max-slew limit came out at 0.547. The total length of routed wires is ~5800 um. The total of hold buffers inserted after clock tree synthesis is 0. The synthesis-to-layout area growth is 15.1%. The clock insertion delay at the later pin of the skew report is 0.33 ns.

Across all register-to-register paths, the minimum setup slack is 0.89 ns. In the Yosys report the total cell count is around 300. The static leakage is 1.27 nW. The layout has about 520 filler cells.

The worst flop-to-flop path startpoint is RX_module.index[0]. In this run the clock root is driven by a sky130_fd_sc_hd__clkbuf_8. TritonCTS built the clock tree. The power share of the sequential group is 0.479. The final worst hold slack is 0.410 ns. The congestion estimate from routability-driven global placement came to 0.906.

The share of the core area taken by cells at floorplan is 0.526. The synthesized instance count is 309. The final antenna diode count is 0. The post-route antenna net violation count is 0.

The hold path startpoint is RX_module.rx_sync_temp. Note, the detailed placer reported a final HPWL of 4060 um. Note that the worst hold path type here is flip-flop to flip-flop. The setup fix buffers added after clock tree synthesis is 0. The end point of the critical path is RX_module.data_temp[0]. Across every metal layer, demand over resource in global routing totals 0.197. The net switching fraction of the power is 0.252.

Recorded from the global router log, the overflow total was 0. The floorplan die width is 81.6 um. A synthesized cell averages 10.2 um^2. In the final report, the number of hold violations comes to 0. Max fanout on the critical path was recorded as 16.

The first global-routing pass estimated about 9800 um of wire. The maximum level of the CTS H-tree is 3. The largest net degree at the start of global routing is 21. The number of synthesized register bits is 64. The launch point of the critical path was reported as RX_module.index[0]. The count of boundary I/O pins is 24. Derived from the worst setup path, the maximum achievable clock frequency is 398 MHz.

Looking at the global route congestion table, the highest-usage layer is met1. The startpoint kind of the worst setup timing path is a flip-flop. For this run, global-route usage on met3 was measured as 0.0485. Cell internal power was estimated by the tool at 1.44 mW.

The net switching power figure is 0.486 mW. Before any placement, the netlist area is recorded as 3170 um^2. At the pin with the least slew margin, the transition time is 0.674 ns. The post-route setup TNS is 0 ns.

Of all flip-flops after synthesis, the portion carrying an async set or reset was 0. The final setup skew is roughly 0.0069 ns. The run finished with clean final reports. The logic depth of the worst register-to-register path is 5. The kind of capture point of the worst setup path is a flip-flop.

The data arrival time of the worst path is 2.60 ns. The synthesis log from Yosys contains 3 warnings. The number of antenna violations at the first check in global routing is 0. The sequential fraction of the synthesis area is 0.493. The chip occupies 6660 um^2. Of the total power, the clock network draws 0.351. The met1 layer usage reported by global route is 0.331. Buffers placed on the I/O ports in this run total 23.

Dividing the detail-routed wire length by the instance count gives between 10 and 15 um. The clock tree has to reach ~64 sinks. From the final report, the count of setup violators was given as 0. The capturing point of the worst reg2reg path is RX_module.data_temp[0]. The number of placement rows is 28. The initial detailed-routing violation count is ~96. The clock-pin slew on the worst setup and hold paths is 0.07 ns. The height of the die is 81.6 um. The detailed router placed approximately 2400 vias in this run. Across the run, the number of max-cap violations was 0. The first detailed-routing pass took 4 iterations.

The number of global-route vias before repair is 2131.
==> placed cells by master (no fill, tap or decap), types with 3 or more instances in the layout <==
cell type / n
sky130_fd_sc_hd__ha_1: 17
sky130_fd_sc_hd__nand4b_1: 3
sky130_fd_sc_hd__nand3_1: 18
sky130_fd_sc_hd__mux2i_1: 5
sky130_fd_sc_hd__and4_1: 3
sky130_fd_sc_hd__clkbuf_1: 3
sky130_fd_sc_hd__clkbuf_8: 10
sky130_fd_sc_hd__xor2_1: 5
sky130_fd_sc_hd__or3_1: 6
sky130_fd_sc_hd__dfxtp_1: 36
sky130_fd_sc_hd__nand2b_1: 6
sky130_fd_sc_hd__nand4_1: 5
sky130_fd_sc_hd__xnor2_1: 6
sky130_fd_sc_hd__and2_1: 5
sky130_fd_sc_hd__and3_1: 3
sky130_fd_sc_hd__a211oi_1: 9
sky130_fd_sc_hd__o21ai_0: 22
sky130_fd_sc_hd__o22ai_1: 8
sky130_fd_sc_hd__a21oi_1: 18
sky130_fd_sc_hd__nor2_1: 18
sky130_fd_sc_hd__clkdlybuf4s50_1: 23
sky130_fd_sc_hd__nor2b_1: 4
sky130_fd_sc_hd__nand2_1: 11
sky130_fd_sc_hd__inv_1: 17
sky130_fd_sc_hd__edfxtp_1: 28
sky130_fd_sc_hd__or2_2: 3
==> area by class of cell <==
class,count,area (um^2),share of cell area
flip-flops and latches,64,1560,0.428
multi-input cells,212,1480,0.406
repair buffers,24,238,0.0652
clock buffers,14,174,0.0477
well taps,75,93.8,0.0257
inverters,17,63.8,0.0175
clock inverters,2,35.0,0.00961
==> critical path, cell delays in order, from the launching register on <==
cell and delay, ns:
sky130_fd_sc_hd__edfxtp_1 0.60, sky130_fd_sc_hd__inv_1 0.20, sky130_fd_sc_hd__ha_1 0.37, sky130_fd_sc_hd__or3b_2 0.54
sky130_fd_sc_hd__nor4_1 0.21, sky130_fd_sc_hd__mux2_2 0.36
==> metrics by stage <==
| stage | util | setup WS [ns] | power [mW] | instance area [um^2] | cells |
|---|---|---|---|---|---|
| final | 0.605 | 0.888 | 1.93 | 3640 | 408 |
| after floorplan | - | 1.18 | 1.17 | 3170 | 309 |
| after global routing | 0.605 | 0.739 | 2.04 | 3640 | 408 |
| after detailed placement | 0.570 | 0.917 | 1.27 | 3440 | 392 |
| after global placement | 0.570 | 0.964 | 1.27 | 3440 | 392 |
| after CTS | 0.605 | 0.888 | 1.95 | 3640 | 408 |
==> flip-flops by register name (all words and copies together) (netlist names) <==
register                         count
RX_module.data_temp                  8
RX_module.index                      4
RX_module.ready                      1
RX_module.rx_out                     8
RX_module.rx_sync                    1
RX_module.rx_sync_temp               1
RX_module.sample_counter             4
RX_module.state                      4
TX_module.data_temp                  8
TX_module.index                      4
TX_module.state                      2
TX_module.tx_out                     1
baud_rate_gen_module.rx_counter      6
baud_rate_gen_module.rx_en           1
baud_rate_gen_module.tx_counter     10
baud_rate_gen_module.tx_en           1
==> worst min-delay path by stage <==
stage	endpoint	slack [ns]	depth (start not counted)
final	RX_module.rx_sync	0.41	1
after global routing	RX_module.rx_sync	0.43	1
after CTS	RX_module.rx_sync	0.41	1
==> synth_stat cells, drive strengths merged (2+ instances only) <==
cell type,count,area [um^2]
dfxtp,36,721
a41oi,2,17.5
nand3b,2,15.0
and4,3,26.3
nand4,5,31.3
nand3,18,90.1
mux2i,5,50.1
a221o,2,20.0
a211oi,9,67.6
or3b,2,17.5
and2,5,31.3
o22ai,8,50.1
mux4,2,45.0
o32ai,2,17.5
nor3,2,10.0
ha,17,213
nand2,11,41.3
edfxtp,28,841
and3,3,18.8
nor2,18,67.6
nand4b,3,26.3
o21ai,22,110
nand2b,6,37.5
nor4,2,12.5
o31ai,3,36.3
or3,6,37.5
or2,3,18.8
and4b,2,20.0
a311oi,2,17.5
xnor2,6,52.6
inv,17,63.8
or4b,2,20.0
clkbuf,13,48.8
nor2b,4,25.0
buf,3,13.8
a21oi,18,90.1
xor2,5,43.8
==> layer usage <==
| metal | part of all wire | vias up |
|---|---|---|
| li1 | - | 1189 |
| met1 | 0.52 | 1101 |
| met2 | 0.40 | 60 |
| met3 | 0.061 | 7 |
| met4 | 0.013 | 0 |
| met5 | 0 | - |
==> power by group through the flow <==
stage	Sequential [mW]	Clock (mW)	Combinational (mW)
finish	0.925	0.677	0.328
global route	0.935	0.730	0.370
CTS	0.926	0.691	0.330
==> kinds of logic (layout without fill, tap and decap cells) <==
group,count (synthesis),after routing,synth area share
AND/OR/NAND/NOR,100,100,0.180
multiplexers,8,8,0.0336
AND-OR/OR-AND,76,76,0.156
buffers and inverters,33,57,0.0399
adder cells (fa/ha/maj),17,17,0.0672
flip-flops,64,64,0.493
XOR/XNOR,11,11,0.0304
Power is estimated from default activity; no workload was simulated.
